[./design.v]
module maindec (
    opcode,
    MemToReg,MemWrite,
    Branch,ALUSrc,
    RegDst,RegWrite,
    Jump,ALUop,PcsrcChoose
);
input wire [5:0] opcode;
output wire MemToReg,MemWrite,Branch,ALUSrc,RegDst,RegWrite,Jump,PcsrcChoose;
output wire[1:0] ALUop;
reg [9:0] controller_xbits;
assign {RegWrite,RegDst,ALUSrc,Branch,MemWrite,MemToReg,Jump,ALUop,PcsrcChoose} = controller_xbits;
always @(*) begin
    case (opcode)
        6'b000000: controller_xbits = 10'b1100000101; 
        6'b100011: controller_xbits = 10'b1010010001; 
        6'b101011: controller_xbits = 10'b0010100001; 
        6'b000100: controller_xbits = 10'b0001000011; 
        6'b000101: controller_xbits = 10'b0001000010; 
        6'b001000: controller_xbits = 10'b1010000001; 
        6'b000010: controller_xbits = 10'b0000001001; 
        default: controller_xbits = 10'bxxxxxxxxxx; 
    endcase
end
endmodule
module aludec (
   funct,aluop,
   ALUcontrol_4bit,shamt_c
);
input wire [5:0] funct;
input wire [1:0] aluop;
output reg[3:0] ALUcontrol_4bit;
output reg shamt_c;
always@(*) begin
    shamt_c = 0;
    case(aluop)
    2'b00 : ALUcontrol_4bit = 4'b0010; 
    2'b01 : ALUcontrol_4bit = 4'b0110; 
    default: case(funct)
            6'b100000 : ALUcontrol_4bit = 4'b0010;  
            6'b100010 : ALUcontrol_4bit = 4'b0110;  
            6'b100100 : ALUcontrol_4bit = 4'b0000;  
            6'b100101 : ALUcontrol_4bit = 4'b0001;  
            6'b101010 : ALUcontrol_4bit = 4'b0111;  
            6'b000100 : ALUcontrol_4bit = 4'b0011;  
            6'b000110 : ALUcontrol_4bit = 4'b0101;  
            6'b000111 : ALUcontrol_4bit = 4'b1000;  
            6'b000000 : begin 
                            ALUcontrol_4bit = 4'b1011;  
                            shamt_c =1;
                        end                          
            6'b000010 : begin
                            ALUcontrol_4bit = 4'b1101;  
                            shamt_c =1;                      
                        end
            6'b000011 : begin 
                            ALUcontrol_4bit = 4'b1100;  
                            shamt_c =1 ;                       
                        end
            default: ALUcontrol_4bit = 4'bxxxx;
            endcase
    endcase
end
endmodule
module controller(
    opcode,funct,
    zero,
    memtoreg,memwrite,
    pcsrc,alusrc,
    regdst,regwrite,
    jump,
    alucontrol,shamt_c
);
input wire[5:0] opcode;
input wire [5:0] funct;
input wire zero;
output wire  memtoreg,memwrite,alusrc,regdst,regwrite,jump;
output reg pcsrc;
output wire[3:0] alucontrol;
output wire shamt_c;
wire branch;
wire [1:0] aluop;
wire pcsrcchoose;
maindec md(opcode,memtoreg,memwrite,branch,alusrc,regdst,regwrite,jump,
            aluop,pcsrcchoose);
aludec ad(funct,aluop,alucontrol,shamt_c);
always@(*) begin
    if(pcsrcchoose)
        pcsrc = branch & zero;
    else
        pcsrc = branch & (~zero);
end
endmodule
module flopr #(parameter WIDTH = 8 )(
    clk,reset,
    d,q
);
input wire clk,reset;
input wire[WIDTH-1:0] d;
output reg[WIDTH-1:0] q;
always@(posedge clk or posedge reset) begin
    if(reset)
        q <= 0;
    else
        q <=d;
end
endmodule
module adder (
    a,b,
    y
);
input wire[31:0] a,b;
output wire[31:0] y;
assign y = a+b;
endmodule
module sl2(
    a,y
);
input wire[31:0] a;
output wire[31:0] y;
assign y= { a[29:0],2'b00};
endmodule
module mux2 #(parameter WIDTH=8 )(
    d0,d1,s,
    y
);
input wire[WIDTH-1:0] d0,d1;
input wire s;
output reg[WIDTH-1:0] y;
always @(*) begin
    if(s)
        y <= d1;
    else
        y <= d0;
end
endmodule
module regfile (
    reg_clk,regwrite,
    read_1,read_2,write_3,
    write_data_p3,
    read_data_p1,read_data_p2
);
input wire reg_clk,regwrite;
input wire [4:0] read_1,read_2,write_3;
input wire [31:0] write_data_p3;
output wire [31:0] read_data_p1,read_data_p2;
reg [31:0] regs [31:0];
always @(posedge reg_clk ) begin
    if(regwrite)
        regs[write_3] <= write_data_p3;
end
assign read_data_p1 = (read_1!=0) ? regs[read_1]:0;
assign read_data_p2 =  (read_2!=0)? regs[read_2]:0;
endmodule
module signext(
    a,y
);
input wire[15:0] a;
output wire[31:0] y;
assign y = { {16{a[15]}},a};
endmodule
module alu(
    srca,srcb,
    alucontrol,
    aluout,zero
);
input wire[31:0] srca,srcb;
input wire[3:0] alucontrol;
output reg[31:0] aluout;
output reg zero;
always@(*) begin
    if(aluout == 0)
        zero = 1;
    else
        zero = 0;
end
always @(*) begin
    case (alucontrol)
        4'b0010: aluout = srca+srcb; 
        4'b0110: aluout = srca-srcb; 
        4'b0000: aluout = srca&srcb; 
        4'b0001: aluout = srca|srcb; 
        4'b0111: begin
                if(srca<srcb)
                    aluout = 32'b1;
                else
                    aluout = 32'b0;
                end
        4'b0011 : aluout = srca << srcb;
        4'b0101 : aluout = srca >> srcb;
        4'b1000 : aluout = srca >> srcb;  
        4'b1011 : aluout =  srcb << srca;
        4'b1101 : aluout = srcb >> srca;
        4'b1100 : aluout = srcb >> srca;
        default: aluout = 32'bx;
    endcase
end
endmodule
module datapath(
    clk,reset,
    memtoreg,pcsrc,
    alusrc,regdst,
    regwrite,jump,
    alucontrol,shamt_c,
    zero,
    pc,
    instr,
    alu_result,writedata,
    readdata,pcnext
);
input wire clk,reset;
input wire memtoreg,pcsrc,alusrc,regdst,regwrite,jump;
input wire[3:0] alucontrol;
input wire shamt_c;  
input wire[31:0] instr; 
input wire [31:0] readdata;
output wire zero;
output wire[31:0] pc,pcnext;
output wire[31:0] alu_result,writedata;
wire [4:0] wirtereg;
wire [31:0] pcnextbr,pcplus4,pcbranch;
wire [31:0] signimm,signimmsh;
wire [31:0] srca,srcb;
wire [31:0] result;
wire [31:0] regfile_rd1;
flopr #(.WIDTH (32)) pcreg(clk,reset,pcnext,pc);
adder pcadder(pc,32'b100,pcplus4);
signext sg(instr[15:0],signimm);
sl2 immsl2(signimm,signimmsh);
adder pcadd2(pcplus4,signimmsh,pcbranch);
mux2#(.WIDTH (32)) pcbranchmux(pcplus4,pcbranch,pcsrc,pcnextbr);
mux2#(.WIDTH (32)) pcmux2(pcnextbr,{pcplus4[31:28],instr[25:0],2'b00},
                    jump,pcnext);
mux2 #(5)  wirteregmux(instr[20:16],instr[15:11],regdst,wirtereg);
regfile regfile1(clk,regwrite,instr[25:21],instr[20:16],wirtereg,
                    result,regfile_rd1,writedata);
mux2 #(32) resultmux(alu_result,readdata,memtoreg,result);
mux2 #(32) alumux(writedata,signimm,alusrc,srcb);
mux2 #(32) muxkkk(regfile_rd1,{{27{instr[10]}},instr[10:6]},shamt_c,srca);
alu alu1(srca,srcb,alucontrol,alu_result,zero);
endmodule
module mips(
    clk,reset,
    pc,pcnext,instr,
    memwrite,
    aluout,writedata,
    readdata
);
input wire clk,reset;
input wire[31:0] instr;
input wire[31:0] readdata;
output wire[31:0] pc;
output wire memwrite;
output wire[31:0]  aluout,writedata;
wire zero,memtoreg,pcsrc , alusrc,regdst,regwrite,jump;
wire [3:0] alucontrol;
wire shamt_c;
output wire[31:0] pcnext; 
controller ct(
    instr[31:26],instr[5:0],
    zero,memtoreg,memwrite,
    pcsrc,alusrc,regdst,regwrite,
    jump,alucontrol,shamt_c
);
datapath dp(
    clk,reset,
    memtoreg,pcsrc,
    alusrc,regdst,
    regwrite,jump,
    alucontrol,shamt_c,
    zero,
    pc,
    instr,
    aluout,writedata,
    readdata,pcnext
);
endmodule
module dmem (
    clk,we,a,wd,rd
);
input wire clk,we;
input wire[31:0] a,wd;
output wire[31:0] rd;
reg [31:0] RAM[0:63];
assign rd = RAM[a[31:2]];  
always @(posedge clk) begin
    if(we)
        RAM[a[31:2]] <= wd;
end
endmodule
module imem(
    a,rd
);
input wire[5:0] a;
output wire[31:0] rd;
reg[31:0] RAM[0:63];
initial begin
    RAM[0] = 32'h20020005; 
    RAM[1] = 32'h2003000c;
    RAM[2] = 32'h2067fff7;
    RAM[3] = 32'h00e22025;
    RAM[4] = 32'h00642824;
    RAM[5] = 32'h00a42820;
    RAM[6] = 32'h10a7000a;
    RAM[7] = 32'h0064202a;
    RAM[8] = 32'h10800001;
    RAM[9] = 32'h20050000;
    RAM[10] = 32'h00e2202a;
    RAM[11] = 32'h00853820;
    RAM[12] = 32'h00e23822;
    RAM[13] = 32'hac670044;
    RAM[14] = 32'h8c020050;
    RAM[15] = 32'h08000011;
    RAM[16] = 32'h20020001;
    RAM[17] = 32'hac020054;
    RAM[18] = 32'b000000_00010_00010_00010_00000_000100;
    RAM[19] = 32'b001000_00000_00011_0000000000000111;
    RAM[20] = 32'b000000_00010_00011_00010_00000_000110;
    RAM[21] = 32'b000000_00000_00010_00010_00111_000000;
    RAM[22] = 32'h1043fffb;
end
assign rd = RAM[a];  
endmodule
module top(
    clk,reset,pc,pcnext,instr,
    writedata,dataadr,
    memwrite
);
input wire clk,reset;
output wire[31:0] writedata,dataadr,pcnext;
output wire memwrite;
output wire[31:0] pc;
wire [31:0] readdata;
output wire[31:0] instr;
mips mips_(clk,reset,pc,pcnext,instr,memwrite,dataadr,writedata,readdata);
imem imem_(pc[7:2],instr);
dmem dmem_(clk,memwrite,dataadr,writedata,readdata);
endmodule
[./run.sh]
#!/bin/bash
# OpenROAD 26Q1-2900-gdf79404cd8, Yosys 0.63+post, stock flow scripts
make -C /OpenROAD-flow-scripts/flow DESIGN_CONFIG=/design/flow/config.mk WORK_HOME=/design/flow/orfs finish
[./config.mk]
export PLATFORM = sky130hd
export DESIGN_NAME = top
export DESIGN_NICKNAME = top
export VERILOG_FILES = /design/flow/design.v
export SDC_FILE = /design/flow/constraint.sdc
export NUM_CORES = 4
export LEC_CHECK = 1
export CORE_UTILIZATION = 40
export SYNTH_MEMORY_MAX_BITS = 65536
[./constraint.sdc]
current_design top

set clk_period 57.0
set clk_io_pct 0.2

create_clock -name clk0 -period $clk_period [get_ports {clk}]

set non_clock_inputs [all_inputs -no_clocks]
set_input_delay [expr $clk_period * $clk_io_pct] -clock clk0 $non_clock_inputs
set_output_delay [expr $clk_period * $clk_io_pct] -clock clk0 [all_outputs]
==> GITHUB_STEP_SUMMARY <==
### Flow metrics

| Metric | Value |
|---|---|
| Crit path DRT | 45.60 ns |
| Antenna violations before repair | 28 |
| H-tree levels | 4 |
| Total track usage | 37.2% |
| Grt ovf | 0 |
| Max_cap viols | 0 |
| Skew final | 0.110 ns |
| Number of synthesized flops with an enable pin | 2299 |
| Post-synthesis cell count | between 7000 and 8000 |
| Slew @ Worst Pin | 1.36 ns |
| Slew HR | 8.61% |
| Num CTS Buffers | 238 |
| Drt first pass iters | 6 |
| Cell area after placement | 0.113 mm² |
| Worst vdd ir | around 0.000028 V |
| Post-synth seq share | 66.8% |
| Antenna Nets Post-Route | 0 |
| Die Ht | 513 µm |
| Clock tree buffer depth | 4 |
| CTS Sinks | 2331 |
| Largest net degree at the start of global routing | 72 |
| Initial DRC Count | roughly 6500 |
| Area share, top type | about two thirds |
| Vias in the first global route | roughly 75000 |
| Leak pwr | 38.3 nW |
| Post-layout period usage of the worst path | 43.1% |
| Worst-path maximum fanout | 55 |
| Syn Std Cell Area | 0.105 mm² |
| Area delta synth->final | 14.9% |
| Tool Warnings | slightly below 100 |
| Cell accounting for the most synthesized area | edfxtp_1 |
| Max stage delay cell, worst path | clkinv_2 |
| Core box area | ~0.26 mm² |
| CTS tree | built |
| RSZ-0062 raised after global routing | no |
| Port-buffer cells | approximately 160 |
| Fp_density | 40.3% |
| Top cells by area | edfxtp_1 (66%), nand2_1 (3.7%), mux2i_1 (3.1%) |
| Dominant register cell | edfxtp_1 |
| CTS clk-pin slew, worst paths | approximately 0.06 ns |
| Residual DRC | 0 |
| Pwr Density | 27.9 mW/mm² |
| Final Hold Vio Count | 0 |
| Crit-path max cell delay | a little over 0.8 ns |
| Fillers | 22200 |
| Yosys reg bits | 2331 |
| Top cells by count, synth | edfxtp_1 (2299), nand2_1 (1032), a21oi_1 (477) |
| Wirelength, routed | around 460 mm |
| Post-synthesis chip area from yosys | between 0.1 and 0.15 mm² |
| Final hold slack | 0.519 ns |
| Placed wire-length estimate | 296 mm |
| I/O Pins | 163 |
| Die Span X | 513 µm |
| Late-Pin Clk Latency | 0.95 ns |
| Num rows | 187 |
| Final instance area | 0.120 mm² |
| CP dominant cell by count | buf_4 |
| Post_cts resized | 0 |
| Routed via count | 75300 |
| Status | finished clean |
| Critical Path End Type | output pin |
| WS Path Type | flip-flop to output pin |
| Post-route minimum period | 24.58 ns |
| Critical Path AT | 13.18 ns |
| Global placement routability congestion | around 1.1 |
| Die ar. | 0.263 mm² |
| Share of cells above drive strength 1 | 14.4% |
| Synth warnings | 10 |
| Post-CTS Hold Buffers | 0 |
| Syn Area/Cell | around 13 µm² |
| Cell total in the yosys stat output | 7870 |
| Fmax | 40.7 MHz |
| Most frequent cell after synthesis | edfxtp_1 |
| Worst setup SP type | flip-flop |
| Post-CTS Setup Repair Bufs | 0 |
| Setup Total Neg Slack | 0 ns |
| Wire length of the first global-routing pass | 621 mm |
| Vias per Instance | about 6.4 |
| Hold crit path type | flip-flop to flip-flop |
| Max Slew Vio Count | 0 |
| Drt wl/cell | 38.5 µm |
| Synth async-reset ratio | 1.37% |
| Final setup fails | 0 |
| Clock root buffer | clkbuf_16 |
| Synth cell types | between 100 and 150 |
sequential cells by signal, summed over array words and instances, names as in the netlist:
register                count
dmem_.RAM                2048
mips_.dp.regfile1.regs    251
mips_.dp.pcreg.q           32
layout make-up:
class | instances | area (µm²) | share of cell area, %
sequential | 2331 | 69800 | 58.1
multi-input combinational | 4858 | 32800 | 27.3
clock buffer | 288 | 6190 | 5.15
timing repair buffer | 647 | 5290 | 4.40
tap | 3402 | 4260 | 3.54
clock inverter | 138 | 1130 | 0.945
inverter | 153 | 603 | 0.502
antenna | 24 | 60.1 | 0.0500
where the power goes:
| part | switching [mW] | total, mW | internal [mW] |
|---|---|---|---|
| logic | 0.000441 | 0.000569 | 0.000110 |
| registers | 0 | 1.85 | 1.85 |
| clock network | 0.655 | 1.50 | 0.842 |
| total | 0.655 | 3.35 | 2.70 |
per-stage QoR:
stage / setup slack, ns / std cells / power, mW / util, %
5_1_grt: 31.77 / 11800 / 3.42 / 46.2
4_1_cts: 32.62 / 11800 / 3.36 / 46.2
3_5_place_dp: 33.59 / 11400 / 1.89 / 43.4
3_3_place_gp: 33.83 / 11400 / 1.89 / 43.4
2_1_floorplan: 35.75 / 7874 / 1.89 / -
6_report: 32.42 / 11800 / 3.35 / 46.3
cells by family after synthesis:
family,count (synthesis),share of synthesized area [%]
AND-OR/OR-AND,2144,14.6
multiplexers,461,4.83
flip-flops,2331,66.8
XOR/XNOR,88,0.737
adder cells (fa/ha/maj),134,1.63
buffers and inverters,685,2.92
other,1,0.00359
AND/OR/NAND/NOR,2026,8.54
critical path: cells and delay by family, from the launching register on:
kind	cells	cell delay (ns)
buf+inv	14	5.85
compound gates	7	2.08
mux	4	1.44
simple gates	7	1.35
flops	1	0.78
fa+ha+maj	1	0.48
routing by layer:
layer  routed length, µm  GRT usage (%)  vias up  part of all wire (%)
met5                1630           4.89        -                  0.36
met4               37200           22.8       48                   8.2
met3               77000           26.4     1136                    17
met2              198000           51.7     5527                    43
met1              142000           41.2    37000                    31
li1                    -              -    31600                     -
cell usage in the layout, fill, tap and decap left out, types with 106 or more instances in the layout:
cell type,n
edfxtp_1,2299
nand2_1,1032
buf_4,487
a21oi_1,471
mux2i_1,321
o21ai_0,256
nor2_1,254
a22oi_1,241
clkbuf_16,240
nand3_1,223
a221oi_1,203
clkdlybuf4s50_1,157
a211oi_1,138
ha_1,131
inv_1,117
mux2_2,116
nor3_1,106
worst paths after layout:
| path | start | end | slack (ns) | cells after the start |
|---|---|---|---|---|
| max | mips_.dp.pcreg.q[3]$_DFF_PP0_ | pcnext[14] | 32.42 | 33 |
| min | mips_.dp.pcreg.q[1]$_DFF_PP0_ | mips_.dp.pcreg.q[1]$_DFF_PP0_ | 0.52 | 1 |
| max reg2reg | mips_.dp.pcreg.q[3]$_DFF_PP0_ | mips_.dp.regfile1.regs[2][29]$_DFFE_PP_ | 41.78 | 32 |
| min reg2reg | mips_.dp.pcreg.q[1]$_DFF_PP0_ | mips_.dp.pcreg.q[1]$_DFF_PP0_ | 0.52 | 1 |
| max in group asynchronous | reset | mips_.dp.pcreg.q[2]$_DFF_PP0_ | 45.80 | 3 |
| min in group asynchronous | reset | mips_.dp.pcreg.q[28]$_DFF_PP0_ | 10.86 | 3 |
Power figures rest on the tool's default switching activity, not on a simulated workload.
